==> design/flow/design.v <==
`timescale 1ns / 1ps
module syn_fifo_v1_Nb #( parameter BUS_WIDTH = 8, FIFO_DEPTH = 8 )  (
                                                                        input RSTn,
                                                                        input CLK,
                                                                        input [BUS_WIDTH-1:0] DATA_IN,
                                                                        input WR_EN,
                                                                        input RD_EN,
                                                                        output FULL,
                                                                        output EMPTY,
                                                                        output reg [BUS_WIDTH-1:0] DATA_OUT
                                                                    );
    localparam COUNTER_WIDTH = $clog2( FIFO_DEPTH ) + ( 2**$clog2( FIFO_DEPTH ) > FIFO_DEPTH );
    reg [BUS_WIDTH-1:0] MEM [FIFO_DEPTH-1:0];
    reg [COUNTER_WIDTH:0] count;
    reg [COUNTER_WIDTH-1:0] wr_count, rd_count;
    integer i = 0;
    always@( posedge CLK or negedge RSTn )
    begin
        count <= count;
        wr_count <= wr_count;
        rd_count <= rd_count;
        DATA_OUT <= DATA_OUT;
        for( i = 0; i < 2**COUNTER_WIDTH; i = i + 1 )
        begin
        end
        if( !RSTn )
        begin
            count <= 0;
            wr_count <= 0;
            rd_count <= 0;
        end
        else
        begin
            if( count != FIFO_DEPTH && WR_EN )
            begin
                count <= count + 1'b1;
                wr_count <= wr_count + 1'b1;
                MEM[wr_count] <= DATA_IN;
            end
            else if( count != 0 && RD_EN )
            begin
                count <= count - 1'b1;
                rd_count <= rd_count + 1'b1;
                DATA_OUT <= MEM[rd_count];
            end
        end
    end
    assign FULL = ( count == FIFO_DEPTH );
    assign EMPTY = ( count == 0 );
endmodule
==> design/flow/run.sh <==
#!/bin/bash
# OpenROAD 26Q1-2900-gdf79404cd8, Yosys 0.63+post, stock flow scripts
make -C /OpenROAD-flow-scripts/flow DESIGN_CONFIG=/design/flow/config.mk WORK_HOME=/design/flow/orfs finish
==> design/flow/config.mk <==
export PLATFORM = sky130hd
export DESIGN_NAME = syn_fifo_v1_Nb
export DESIGN_NICKNAME = syn_fifo_v1_Nb
export VERILOG_FILES = /design/flow/design.v
export SDC_FILE = /design/flow/constraint.sdc
export NUM_CORES = 4
export LEC_CHECK = 1
export CORE_UTILIZATION = 40
==> design/flow/constraint.sdc <==
current_design syn_fifo_v1_Nb

set clk_period 3.3
set clk_io_pct 0.2

create_clock -name clk0 -period $clk_period [get_ports {CLK}]

set non_clock_inputs [all_inputs -no_clocks]
set_input_delay [expr $clk_period * $clk_io_pct] -clock clk0 $non_clock_inputs
set_output_delay [expr $clk_period * $clk_io_pct] -clock clk0 [all_outputs]
==> impl_metrics.py <==
# Physical implementation metrics
metrics = {
    "status": {
        "status": "complete, no violations",
    },
    "logic_synthesis": {
        "ys_chip_area_mm2": 0.003364,
        "async_reset_ff_share_pct": 12.20,
        "edf_count": 72,
        "syn_avg_cell_area_um2": 16.10,
        "ys_seq_share_pct": 71.70,
        "yosys_most_used_dff": "edfxtp_1",
        "yosys_cells": 209,
        "synth_area_mm2": 0.003364,
        "ys_types": 36,
        "synth_cells": 209,
        "yosys_warnings": 2,
        "synth_flops": 82,
    },
    "final_layout": {
        "drive_gt1_share_pct": 12.61,
        "logic_area_um2": 869.6,
        "stdcell_area_mm2": 0.003892,
        "regArea_mm2": 0.002412,
        "nFillCells": 683,
        "area_delta_synth_final_pct": 15.69,
    },
    "cts": {
        "cts_tree": "built",
        "cts_num_sinks": 82,
        "cts_hold_buf": 0,
        "path_clk_slew_ps": 80,
        "cts_setup_buffers": 0,
        "clk_latency_ps": 350,
        "cts_buffers": 9,
        "clock-root-buffer": "clkbuf_8",
        "max-clock-path-buffers": 2,
        "htree_num_levels": 3,
        "cts_resized": 0,
    },
    "route": {
        "wl_per_cell_um": 17.67,
        "drt_iter0_markers": 82,
        "remaining_drc_errors": 0,
        "routed-via-count": 1782,
        "routed_via_density": 5.195,
        "drt_wl_total_mm": 6.061,
        "dr.pass1.iters": 4,
        "drtAntennaViolNets": 0,
        "diodes": 0,
    },
    "global_route": {
        "use_met1_pct": 24.19,
        "grt_overflow_total": 0,
        "grt_first_pass_wirelength_mm": 9.597,
        "grt_max_degree": 20,
        "grt.total_usage_pct": 16.05,
        "gr-usage-met2_pct": 25.12,
        "top_usage_layer": "met2",
        "grt_use_met3_pct": 5.514,
        "antenna_found_initial": 0,
        "grt_pass1_vias": 1821,
    },
    "power_and_ir_drop": {
        "power_leakage_nw": 1.371,
        "power_density_mw_per_mm2": 785.5,
        "ir_worst_vdd_mv": 0.4891,
    },
    "timing": {
        "worst_slew_pin_slew_ps": 738.1,
        "relSlewSlack_pct": 50.79,
        "fin_crit_ps": 2561,
        "timing.fmax_ghz": 0.3905,
        "hold_viol": 0,
        "slew_violations": 0,
        "fin_crit_sh_pct": 77.60,
        "worst_slack_ps": 739.2,
        "whs_ps": 523.1,
        "setup_viol": 0,
        "fin_skew_ps": 9.529,
        "timing.setup.tns_ps": 0,
        "rsz0062_at_grt": "false",
    },
    "job": {
        "warnings": 33,
        "drv_cap": 0,
    },
    "floorplanning": {
        "fp_util_pct": 41.15,
        "die_x_um": 93.71,
        "coreArea_mm2": 0.008175,
        "rows": 33,
        "die_area_mm2": 0.008782,
        "boundaryPins": 22,
        "die_y_um": 93.71,
    },
    "setup_path": {
        "worstSetupStartpointType": "register",
        "worst-setup-path-type": "reg2out",
        "worstPathRequired_ps": 2640,
        "rrSetupSlack_ps": 790,
        "r2r_cells": 8,
        "r2r_end": "count[3]",
        "reg2reg_from": "count[0]",
        "crit_arrival_ps": 1900,
        "crit_fanout": 6,
        "cp-end-kind": "primary output",
    },
    "placed_design": {
        "io_buffers": 21,
        "dpl_cell_area_mm2": 0.003675,
        "post-dp-hpwl_mm": 3.866,
        "place_ws_ps": 634.3,
        "gp_congestion": 0.7719,
    },
    "worst_hold_path": {
        "hp-start": "count[3]",
        "whs_path_depth": 1,
        "hold_class": "reg2reg",
        "hold_path_end": "count[3]",
    },
}
[how the worst max path moves through the flow]
| stage | startpoint | endpoint | slack [ps] | cells past startpoint |
|---|---|---|---|---|
| final | count[0] | FULL | 740 | 3 |
| after global routing | count[0] | FULL | 640 | 3 |
| after CTS | count[0] | FULL | 710 | 3 |
[worst max-delay path, stage by stage (launching register included)]
cell and delay [ps]:
dfrtp_1 470, or4b_4 580, inv_1 60, clkdlybuf4s50_1 450
[Yosys cell counts, drive strengths merged, types with 4 or more instances]
library cell	count	area [µm²]
edfxtp	72	2162
ha	14	175.2
nand2	12	45.04
dfrtp	10	250.2
nor2	10	37.54
inv	9	36.29
a222oi	8	80.08
o21ai	8	40.04
a22o	7	61.31
and2	6	40.04
mux2	6	67.56
and3	5	31.28
buf	5	27.52
clkbuf	5	18.77
a41oi	4	35.03
xnor2	4	35.03
[through the flow]
step	std cells	utilization (%)	power (mW)
2_1_floorplan	209	-	2.038
3_5_place_dp	327	44.95	2.312
4_1_cts	343	47.61	3.084
3_3_place_gp	327	44.95	2.306
6_report	343	47.61	3.057
5_1_grt	343	47.61	3.251
[power by group]
| part | internal, mW | switching [mW] |
|---|---|---|
| Clock | 0.424 | 0.351 |
| Combinational | 0.407 | 0.441 |
| Sequential | 1.31 | 0.125 |
| Total | 2.14 | 0.918 |
[final cells by class]
class                      count  area share (%)
sequential                    82           61.97
multi-input combinational    108           22.34
timing repair buffer          23           5.786
tap                          105           3.375
clock buffer                   9           3.182
clock inverter                 7           2.411
inverter                       9          0.9322
[cells by family (layout without fill, tap and decap cells)]
group,after synthesis,after routing,share of synthesized area (%)
flops,82,82,71.70
compound gates,41,41,9.632
simple gates,40,40,6.433
buf+inv,19,48,2.454
fa+ha+maj,15,15,5.801
mux,7,7,2.677
xor+xnor,5,5,1.302
[sequential cells by signal, indices dropped and copies added, names as in the netlist]
register  count
MEM          64
DATA_OUT      8
count         4
rd_count      3
wr_count      3
[layer usage]
layer | up-vias | wire, µm
met2 | 75 | 2913
li1 | 858 | -
met3 | 8 | 514
met5 | - | 0
met4 | 0 | 93
met1 | 841 | 2539
[layout by cell type, fill, tap and decap left out, drive strengths merged, types with 7 or more instances in the layout]
cell / synthesis / layout
a222oi: 8 / 8
a22o: 7 / 7
clkbuf: 5 / 9
clkdlybuf4s50: 0 / 21
dfrtp: 10 / 10
edfxtp: 72 / 72
ha: 14 / 14
inv: 9 / 9
nand2: 12 / 12
nor2: 10 / 10
o21ai: 8 / 8
Power is estimated from default activity; no workload was simulated.
